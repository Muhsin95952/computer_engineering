<file path="flow/config.mk">
export PLATFORM = sky130hd
export DESIGN_NAME = ram_16x8
export DESIGN_NICKNAME = ram_16x8
export VERILOG_FILES = /design/flow/design.v
export SDC_FILE = /design/flow/constraint.sdc
export NUM_CORES = 4
export LEC_CHECK = 1
export CORE_UTILIZATION = 50
</file>
<file path="flow/constraint.sdc">
current_design ram_16x8

set clk_period 3.0
set clk_io_pct 0.2

create_clock -name clk0 -period $clk_period [get_ports {clk}]

set non_clock_inputs [all_inputs -no_clocks]
set_input_delay [expr $clk_period * $clk_io_pct] -clock clk0 $non_clock_inputs
set_output_delay [expr $clk_period * $clk_io_pct] -clock clk0 [all_outputs]
</file>
<file path="flow/design.v">
module ram_16x8 (clk, addr, data_in, write_enable, data_out);
  input wire clk;
  input wire [3:0] addr;
  input wire [7:0] data_in;
  input wire write_enable;
  output wire [7:0] data_out;
  reg [7:0] memory [0:15];
  assign data_out = (write_enable) ? 8'bzzzz_zzzz : memory[addr];
  always @(posedge clk) begin
    if (write_enable)
      memory[addr] <= data_in;
  end
endmodule
</file>
<file path="flow/run.sh">
#!/bin/bash
# OpenROAD 26Q1-2900-gdf79404cd8, Yosys 0.63+post, stock flow scripts
make -C /OpenROAD-flow-scripts/flow DESIGN_CONFIG=/design/flow/config.mk WORK_HOME=/design/flow/orfs finish
</file>
==> results.rst <==
Implementation results
======================

.. list-table::
   :header-rows: 1

   * - Metric
     - Value
   * - Total global routing overflow
     - 0
   * - Req. time, crit path
     - 2400 ps
   * - Worst setup SP type
     - input port
   * - Total die area
     - 10200 um2
   * - Worst IR Drop VDD
     - 0.366 mV
   * - H-tree lvl count
     - 4
   * - Number of clock buffers inserted by TritonCTS
     - 17
   * - Vias after detailed routing
     - 2394
   * - Overall fraction of global-route tracks in use
     - 0.226
   * - Worst min-delay path class
     - in -> reg
   * - Critical path class
     - in -> out
   * - Met3 track demand over resource
     - 0.123
   * - RSZ-0062 raised after global routing
     - false
   * - Period utilisation layout
     - 0.962
   * - Vias in the first global route
     - 2664
   * - Comb gate area
     - 1010 um2
   * - Initial detailed-routing violation count
     - 126
   * - Tally of non-filler cells in the final layout
     - 423
   * - Type of element capturing the critical path
     - output pin
   * - Number of distinct library cell variants in the gate-level netlist after synthesis
     - 17
   * - TritonCTS sink count
     - 128
   * - DRT Pass-1 Iters
     - 4
   * - Final count of pins violating max slew
     - 0
   * - Top Family by Delay on Critical Path
     - buffers and inverters
   * - HPWL reported at the end of detailed placement
     - 6380 um
   * - Worst Setup SP
     - addr[2]
   * - Flop and latch count out of synthesis
     - 128
   * - First-pass GRT wire length
     - 14300 um
   * - Sequential element share of the synthesized area
     - 0.783
   * - TritonCTS clock tree
     - done
   * - Io pins
     - 22
   * - Pin count of the biggest net entering global routing
     - 29
   * - Max_cap viols
     - 0
   * - Antenna viol nets, final
     - 0
   * - Cell Area, Synth
     - 4910 um2
   * - Root buf cell
     - sky130_fd_sc_hd__clkbuf_8
   * - Number of standard cells after synthesis
     - 222
   * - Cell Count Post-Placement
     - 389
   * - Result of the run
     - finished, final reports clean
   * - Global placer's final weighted congestion
     - 0.891
   * - Share of cells above drive strength 1
     - 0.320
   * - Pre-placement core utilization
     - 0.524
   * - Critical path endpoint
     - data_out[2]
   * - Met1 Resource Use GR
     - 0.345
   * - CP max FO
     - 8
   * - Routed via count divided by cell count
     - 5.66
   * - # Cells Yosys
     - 222
   * - Leakage power total
     - 2.02 nW
   * - Clock Tree Buf Depth
     - 2
   * - Number of antenna violations at the first check in global routing
     - 0
   * - Critical path's largest stage delay
     - 540 ps
   * - Final period demand of the worst path
     - 2890 ps
   * - Area grow syn2layout
     - 24.3%
   * - Met2 capacity usage during global routing
     - 0.334
   * - Largest Register
     - memory
   * - Die boundary width
     - 101 um
   * - Total core area
     - 9370 um2
   * - Chip height
     - 101 um
   * - Hold Vio Cnt, Final
     - 0
   * - Cell area power density
     - 710 nW/um2
   * - Most utilized layer in the global route result
     - met1
   * - Sequence of cells on the critical path
     - clkdlybuf4s50_1 > nor2_2 > a22oi_1 > nand2_1 > clkdlybuf4s50_1
   * - Registers with the highest flip-flop counts
     - memory: 128 flops
   * - Relative slew slack
     - 0.554
   * - Count of filler cells inserted in the layout
     - 622
   * - Chip area in the Yosys report
     - 4910 um2
   * - Syn_area_per_cell
     - 22.1 um2
   * - Yosys warning tally
     - 2
   * - Row Count
     - 35
   * - Storage cell area
     - 3840 um2
   * - Final standard cell area without fillers
     - 6100 um2
   * - Wire length per cell after detailed routing
     - 22.4 um
   * - # setup viols final
     - 0
   * - Instance area after placement
     - 5460 um2
   * - Combined buffer and inverter count along the critical path
     - 2
   * - Cell mode on critical path
     - sky130_fd_sc_hd__clkdlybuf4s50_1
   * - Cell at the slowest stage of the critical path
     - sky130_fd_sc_hd__clkdlybuf4s50_1
   * - Data arrival time of the worst path
     - 2290 ps
   * - Largest register FFs
     - 128
   * - Number of diodes
     - 0
   * - Number of port buffers
     - 21
   * - Transition at the pin with the smallest max-transition slack
     - 666 ps
   * - Clock transition at the registers of the reported paths
     - 50 ps
   * - Count of tool warnings
     - 25
   * - Fmax
     - 346 MHz
   * - Critical Path Stages
     - 5
   * - Routed Wire Length
     - 9490 um
   * - Number of remaining DRC errors
     - 0
## layout make-up
type                            count  area share
Clock buffer                       19      0.0691
Clock inverter                     13      0.0316
Multi-Input combinational cell     83       0.165
Sequential cell                   128       0.630
Tap cell                          129      0.0265
Timing Repair Buffer               51      0.0773
## power breakdown
part / switching [W] / internal, W
clock: 0.000669 / 0.00142
sequential: 0.00000821 / 0.00201
combinational: 0.000113 / 0.000116
total: 0.000790 / 0.00354
## per-stage QoR
step           TNS [ps]  setup slack (ps)  utilization  power (W)  hold slack, ps
2_1_floorplan         0               771            -    0.00216             699
3_3_place_gp       -396             -81.5        0.583    0.00227            1290
3_5_place_dp       -290             -78.7        0.583    0.00228            1300
4_1_cts               0              85.2        0.651    0.00435             788
5_1_grt               0              13.8        0.651    0.00445             806
6_report              0               113        0.651    0.00433             792
## logic make-up (layout without fill, tap and decap cells)
kind of cell | count (synthesis) | count (layout) | share of synthesized area
buffers and inverters | 11 | 83 | 0.0122
muxes | 32 | 32 | 0.147
and+or+nand+nor | 35 | 35 | 0.0331
DFF | 128 | 128 | 0.783
AOI/OAI and AO/OA | 16 | 16 | 0.0245
## cells in the final DEF (no fill, tap or decap)
cell type and instances:
sky130_fd_sc_hd__a22oi_1 16, sky130_fd_sc_hd__bufinv_16 5, sky130_fd_sc_hd__clkinvlp_4 2, sky130_fd_sc_hd__clkinv_1 2, sky130_fd_sc_hd__buf_4 24, sky130_fd_sc_hd__and2_2 1, sky130_fd_sc_hd__buf_12 3, sky130_fd_sc_hd__or3b_2 1
sky130_fd_sc_hd__nand2b_1 2, sky130_fd_sc_hd__mux4_2 32, sky130_fd_sc_hd__dlygate4sd2_1 1, sky130_fd_sc_hd__nand3b_1 2, sky130_fd_sc_hd__clkbuf_16 16, sky130_fd_sc_hd__nand2_1 9, sky130_fd_sc_hd__nor2_1 12, sky130_fd_sc_hd__clkinv_2 4
sky130_fd_sc_hd__edfxtp_1 128, sky130_fd_sc_hd__clkbuf_1 2, sky130_fd_sc_hd__buf_2 2, sky130_fd_sc_hd__nand3_1 1, sky130_fd_sc_hd__buf_6 2, sky130_fd_sc_hd__nor3_1 4, sky130_fd_sc_hd__nor2_2 1, sky130_fd_sc_hd__nor2b_1 2
sky130_fd_sc_hd__clkdlybuf4s50_1 19, sky130_fd_sc_hd__clkbuf_8 1
## metal layers
| layer | part of all wire | vias to the layer above |
|---|---|---|
| li1 | - | 1055 |
| met1 | 0.38 | 1202 |
| met2 | 0.49 | 121 |
| met3 | 0.10 | 16 |
| met4 | 0.021 | 0 |
| met5 | 0 | - |
## cell usage after synthesis
master                       n  area, um2
sky130_fd_sc_hd__a22oi_1    16        120
sky130_fd_sc_hd__and2_1      1       6.26
sky130_fd_sc_hd__buf_1       4       15.0
sky130_fd_sc_hd__buf_2       2       10.0
sky130_fd_sc_hd__buf_6       2       22.5
sky130_fd_sc_hd__clkbuf_1    2       7.51
sky130_fd_sc_hd__clkbuf_2    1       5.00
sky130_fd_sc_hd__edfxtp_1  128       3840
sky130_fd_sc_hd__mux4_2     32        721
sky130_fd_sc_hd__nand2_1     9       33.8
sky130_fd_sc_hd__nand2b_1    2       12.5
sky130_fd_sc_hd__nand3_1     1       5.00
sky130_fd_sc_hd__nand3b_1    2       15.0
sky130_fd_sc_hd__nor2_1     13       48.8
sky130_fd_sc_hd__nor2b_1     2       12.5
sky130_fd_sc_hd__nor3_1      4       20.0
sky130_fd_sc_hd__or3b_2      1       8.76
## worst min path at each step
stage / start / to / slack, ps / cells after the start
after CTS: addr[0] / memory[0][3]$_DFFE_PP_ / 790 / 4
after global routing: addr[0] / memory[0][2]$_DFFE_PP_ / 810 / 4
final: addr[0] / memory[0][3]$_DFFE_PP_ / 790 / 4
## repair_timing
| action | CTS | global route |
|---|---|---|
| gates cloned | 1 | 0 |
| hold buffers | 0 | 0 |
| resized | 4 | 1 |
| hold endpoints to repair | 0 | 0 |
| setup buffers | 1 | 0 |
| setup endpoints to repair | 8 | 2 |
Power figures rest on the tool's default switching activity, not on a simulated workload.
