==> design.v <==
module decoder3x8(A, B, C, e, I);
input A;
input B;
input C;
input e;
output [7:0]I;
wire nA;
wire nB;
wire nC;
not n1(nA, A);
not n2(nB, B);
not n3(nC, C);
and a1(I[0], nA, nB, nC, e);
and a2(I[1], nA, nB, C, e);
and a3(I[2], nA, B, nC, e);
and a4(I[3], nA, B, C, e);
and a5(I[4], A, nB, nC, e);
and a6(I[5], A, nB, C, e);
and a7(I[6], A, B, nC, e);
and a8(I[7], A, B, C, e);
endmodule
module decoder4x16_U_3x8(A, B, C, e, I);
input A;
input B;
input C;
input e;
output [0:15]I;
wire ne;
not n1(ne, e);
decoder3x8 d1(A, B, C, e, I[0:7]);
decoder3x8 d2(A, B, C, ne, I[8:15]);
endmodule
==> config.mk <==
export PLATFORM = sky130hd
export DESIGN_NAME = decoder4x16_U_3x8
export DESIGN_NICKNAME = decoder4x16_U_3x8
export VERILOG_FILES = /design/flow/design.v
export SDC_FILE = /design/flow/constraint.sdc
export NUM_CORES = 4
export LEC_CHECK = 1
export CORE_AREA = 10 10 70 70
export DIE_AREA = 0 0 80 80
==> constraint.sdc <==
current_design decoder4x16_U_3x8

set clk_period 1.0
set clk_io_pct 0.2

create_clock -name clk0 -period $clk_period

set non_clock_inputs [all_inputs -no_clocks]
set_input_delay [expr $clk_period * $clk_io_pct] -clock clk0 $non_clock_inputs
set_output_delay [expr $clk_period * $clk_io_pct] -clock clk0 [all_outputs]
==> run.sh <==
#!/bin/bash
# OpenROAD 26Q1-2900-gdf79404cd8, Yosys 0.63+post, stock flow scripts
make -C /OpenROAD-flow-scripts/flow DESIGN_CONFIG=/design/flow/config.mk WORK_HOME=/design/flow/orfs finish
==> GITHUB_STEP_SUMMARY <==
### Flow metrics

| Metric | Value |
|---|---|
| Outcome | `finished with violations` |
| Failing checks | `negative setup slack` |
| Post-DRT Antenna Nets | `0` |
| Internal power | `approximately 0.14 mW` |
| Final Cycle Share | `1.15` |
| Io pins | `20` |
| CP max-delay cell | `nor4b_4` |
| Total detailed-routing wirelength | `1090 µm` |
| Max-slew violation count | `0` |
| Arrival time at the worst endpoint | `0.95 ns` |
| Crit end category | `primary output` |
| Hpwl dp | `779 µm` |
| Row count | `21` |
| Chip Width | `80 µm` |
| Initial Utilization | `0.0810` |
| Synth warnings | `0` |
| HP Class | `input port to primary output` |
| Syn_area_per_cell | `between 10 and 15 µm²` |
| Gr usage total | `0.0332` |
| CP startpoint kind | `input port` |
| Sw Pwr | `just over 0.07 mW` |
| Fraction of power consumed by sequential logic | `0` |
| Chip Area, Yosys | `277 µm²` |
| Setup CP Type | `input port to primary output` |
| Required time of the critical path | `0.80 ns` |
| TNS Setup | `-0.734 ns` |
| Chip area | `around 6400 µm²` |
| Post-Syn Instances | `20` |
| Tool Warnings | `34` |
| Filler cells | `roughly 380` |
| DRC errors left | `0` |
| Initial DRC count | `0` |
| Final Cell Area | `around 650 µm²` |
| Switching portion of total power | `0.340` |
| Fin worst setup slack | `-0.149 ns` |
| Non-filler cells, final | `~97` |
| Seq_cells | `0` |
| Critical-path cell list | `buf_8 > buf_12 > buf_8 > nor4b_4 > buf_2` |
| Die H | `80 µm` |
| Place WS | `-0.829 ns` |
| RSZ-0062 raised after global routing | `true` |
| Dpl cells | `between 80 and 90` |
| GP Congestion | `0.658` |
| Syn Std Cell Area | `between 200 and 300 µm²` |
| Crit-path most repeated cell | `buf_8` |
| # diodes | `0` |
| Grt ovf | `0` |
| Routed len/inst | `between 10 and 15 µm` |
| Initial antenna violation count | `0` |
| Share of cells above drive strength 1 | `0.804` |
| Cell total in the yosys stat output | `20` |
| First-pass GRT wire length | `around 1700 µm` |
| Largest net degree at the start of global routing | `8` |
| Register Area | `0 µm²` |
| Distinct lib cells used | `7` |
| Max Cap Viol | `0` |
| Final Setup Violations | `7` |
| Fmax | `approximately 870 MHz` |
| Vias per Instance | `roughly 3.2` |
| Slew HR | `0.861` |
| Seq share, synth | `0` |
| Core area | `roughly 3400 µm²` |
| Leak | `~0.32 nW` |
| Comb power frac | `1.000` |
| Clock power frac | `0` |
| Placed inst area | `592 µm²` |
| Crit path largest cell delay | `about 0.26 ns` |
| IO buf count | `20` |
| DR pass1 iterations | `1` |
| Maximum fanout along the worst path | `6` |
| Worst Tran Pin Value | `0.207 ns` |
| Layout area overhead | `136%` |
| DR vias | `311` |
| Final hold viol count | `0` |
| Hold_buf cts | `0` |
| Min Tclk post-route | `1.15 ns` |
| Number of global-route vias before repair | `about 310` |
| Clock buffer count | `0` |
| Pwr dens | `328 nW/µm²` |
| Maximum vdd drop | `approximately 0.00016 V` |
## final cells by class
cell class                      instances  area, µm²  area share
Timing Repair Buffer                   35        364       0.557
Multi-Input combinational cell         16        231       0.354
Tap cell                               46       57.6      0.0881
## cell families after synthesis
kind of cell | after synthesis | synth area share
buf+inv | 4 | 0.163
simple gates | 16 | 0.837
## critical path, delay by kind of cell
kind / cells / cell delay, ns
AND/OR/NAND/NOR: 1 / 0.26
buffers and inverters: 4 / 0.49
## Yosys cell counts
| cell | count | area, µm² |
|---|---|---|
| and4_1 | 1 | 8.76 |
| and4bb_2 | 1 | 12.5 |
| nor4b_4 | 4 | 95.1 |
| and4b_1 | 4 | 40.0 |
| and4bb_1 | 5 | 62.6 |
| buf_6 | 4 | 45.0 |
| nor4_2 | 1 | 12.5 |
## what timing repair did
item / in CTS / in global routing
pin swaps: 6 / 4
setup endpoints to repair: 16 / 9
cloned: 2 / 0
gates resized: 86 / 3
buffers inserted: 4 / 3
hold endpoints to repair: 0 / 0
## power groups by stage
stage     Sequential, mW  Combinational [mW]  Clock [mW]
6_report               0               0.214           0
5_1_grt                0               0.229           0
4_1_cts                0               0.217           0
## worst paths after layout
check | to | from | cells past startpoint
max | I[13] | A | 5
min | I[13] | C | 4
## per-stage QoR
step | util | power (mW) | hold slack [ns]
after detailed placement | 0.173 | 0.168 | 1.53
after CTS | 0.192 | 0.217 | 0.767
after global placement | 0.173 | 0.165 | 1.52
final | 0.191 | 0.214 | 0.772
after global routing | 0.191 | 0.229 | 0.792
after floorplan | - | 0.0715 | 0.534
## metal layers
metal | routed length [µm] | global-route usage
met1 | 587 | 0.0501
met2 | 374 | 0.0425
met3 | 127 | 0.0170
met4 | 0 | 0
met5 | 0 | 0
## layout by cell type (no fill, tap or decap)
cell	Yosys	routed
buf_2	0	15
buf_6	4	7
buf_8	0	6
and4bb_1	5	5
and4b_1	4	4
nor4b_4	4	4
buf_12	0	4
and4_1	1	1
nor4_2	1	1
and4bb_2	1	1
buf_16	0	1
clkbuf_2	0	1
buf_4	0	1
Power is estimated from default activity; no workload was simulated.
